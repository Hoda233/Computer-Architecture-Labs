==> flow/design.v <==
module RegisterFileArray #(parameter data_width=16, addr_width=3)(read_enable,write_enable,clk,rst,read_data,write_data,read_addr,write_addr);
input read_enable, write_enable, clk, rst;
output reg [data_width - 1 : 0] read_data;
input [data_width - 1 : 0] write_data;
input [addr_width - 1 : 0] read_addr,write_addr;
localparam no_of_reg=2**addr_width;
reg [data_width - 1 : 0] memory[no_of_reg - 1 : 0];
integer i;
always @(posedge clk or posedge rst) begin
if(rst)
 for(i=0; i< no_of_reg; i=i+1)
    memory[i]=0;
else if (write_enable)
   memory[write_addr]= write_data;
end
always @(negedge clk or posedge rst) begin
if(rst)
    memory[read_addr]=16'bz;
else if (read_enable)
  read_data = memory[read_addr];
else 
   read_data=16'bz;
end
endmodule
==> flow/run.sh <==
#!/bin/bash
# OpenROAD 26Q1-2900-gdf79404cd8, Yosys 0.63+post, stock flow scripts
make -C /OpenROAD-flow-scripts/flow DESIGN_CONFIG=/design/flow/config.mk WORK_HOME=/design/flow/orfs finish
==> flow/config.mk <==
export PLATFORM = sky130hd
export DESIGN_NAME = RegisterFileArray
export DESIGN_NICKNAME = RegisterFileArray
export VERILOG_FILES = /design/flow/design.v
export SDC_FILE = /design/flow/constraint.sdc
export NUM_CORES = 4
export LEC_CHECK = 1
export CORE_UTILIZATION = 30
export SYNTH_HDL_FRONTEND = slang
==> flow/constraint.sdc <==
current_design RegisterFileArray

set clk_period 2.7
set clk_io_pct 0.2

create_clock -name clk0 -period $clk_period [get_ports {clk}]

set non_clock_inputs [all_inputs -no_clocks]
set_input_delay [expr $clk_period * $clk_io_pct] -clock clk0 $non_clock_inputs
set_output_delay [expr $clk_period * $clk_io_pct] -clock clk0 [all_outputs]
==> run notes <==
Notes on the physical implementation.

- The flow ran to the end, but the final reports show violations.
- The final reports fail on negative setup slack.
- The script logs the ratio of routed vias to standard cells as 4.72.
- Post-synthesis, Yosys gives the total cell area as 6390 sq um.
- The most instantiated logic cell after routing is mux2_2, for reference.
- The total CTS buffers is 17, for reference.
- dfrtp_1 takes more of the synthesized area than any other cell.
- The worst setup path is captured at an output port.
- Per the CTS log, the maximum H-tree level is 4.
- The report shows a maximum critical-path fanout of 1.
- On the critical path the largest part of the delay comes from flip-flops.
- The flow measured a signed area growth from synthesis to layout of 26.0%.
- The share of synthesized area occupied by flip-flops and latches is 57.6%, for reference.
- Yosys printed 0 warnings.
- Global routing finished with a remaining overflow of 0.
- The number of design rule violations left after detail routing is 0, for reference.
- The largest clock skew in the final design is 42.1 ps, for reference.
- The worst setup path category is flop to output port, for reference.
- The via count of the first global-routing pass is 3,841, for reference.
- The average cell area after synthesis is 18.0 sq um, for reference.
- The global-route wire length before repair is 22,000 um, for reference.
- Across every metal layer, demand over resource in global routing totals 14.0%.
- The number of setup violations in the final report is 31, for reference.
- The worst IR drop on VDD is 415 uV, for reference.
- STA classifies the critical path startpoint as a flop.
- The fraction of layout instances using a drive strength above 1 is 59.2%, for reference.
- All stages included, the depth of the critical timing path comes to 1.
- Setup repair after global routing could not meet its margin everywhere.
- The largest stage delay on the critical path is 420 ps, for reference.
- The number of placement rows is 53, for reference.
- The number of buffers and inverters on the critical path is 1, for reference.
- Max-slew check failures listed in the final report amount to 0.
- The count of unique library cells instantiated by Yosys is 15, for reference.
- The area taken by multi-input combinational cells is reported as 2500 sq um.
- Per the gpl log, the routability congestion estimate is 0.730.
- Entering global routing, the biggest net connects 29 pins.
- The die is 148 um wide.
- TritonCTS built the clock tree.
- Per the cell usage report, the commonest logic cells after layout are mux2_2 (139), dfrtp_1 (128), mux4_2 (32), clkbuf_16 (21), clkdlybuf4s50_1 (21).
- The floorplan step set the die height to 148 um.
- The placed wire-length estimate after detailed placement is 8400 um, for reference.
- The signal on the critical path passes through buf_2.
- The area of the core is 21,000 sq um, for reference.
- The number of clock sinks came to 144.
- After synthesis, the cell types taking the most area are dfrtp_1 (50%), mux2_2 (25%), mux4_1 (9.0%).
- The leakage power is 3.40 nW, for reference.
- The length of the first detailed-routing pass in iterations is 4, for reference.
- The initial antenna violation count is 0, for reference.
- The number of register bits inferred by synthesis is 144, for reference.
- Per the post-route antenna check, the number of violating nets is 0.
- The placement-stage worst setup slack is -864 ps, for reference.
- The total cell area at the placement stage is 7380 sq um, for reference.
- The chip area is 21,900 sq um, for reference.
- The number of cells on the worst reg-to-reg path is 2, for reference.
- The final worst hold slack is 500 ps, for reference.
- The layout has 1,928 filler cells.
- After detailed routing, the total wire length is 13,500 um.
- The data arrival time at the worst-slack endpoint is 2340 ps, for reference.
- The share of the synthesized area in the top cell type is 50.1%, for reference.
- The wire length per cell is 18.6 um, for reference.
- The post-synthesis instance total is 355, for reference.
- The utilization of the core after routing is 38.5%, for reference.
- The source-to-sink clock delay at the later pin of the worst-skew pair is 440 ps, for reference.
- The count of final hold-check violations is 0, for reference.
- The area of the mapped netlist is 6390 sq um, for reference.
- The total non-filler cell area in the finished layout is 8060 sq um, for reference.
- In the post-route analysis, the smallest setup slack over all paths is -183 ps.
- The number of ports placed on the die boundary is 42, for reference.
- Power spread over the standard cell area amounts to 787 nW/um^2.
- Counting instances, the worst hold path has a depth of 1.
- In this run the maximum-capacitance check reported violations numbering 0.
- Detailed routing inserted a total of 3,438 vias.
- The tree is rooted in a clkbuf_16.
- The path type of the worst min-delay path is flop to flop, for reference.
- The area occupied by registers is 3680 sq um, for reference.
- At the worst endpoint, the required time is 2160 ps.
- The number of standard cells reported by yosys is 355, for reference.
- The stage logs contain a warning count of 45.
- The repair_antennas step left the layout with diodes totalling 0.
- During placement, the flow inserted port buffers numbering 40.
- Per the CTS log, the buffer count on the longest clock path is 2.
- Across all checked pins, the minimum headroom to the slew limit is 66.8%.
- Looking at the worst setup and hold paths, the clock pins of their registers show a slew of 50 ps.
- The pin closest to its max-slew limit shows a slew of 496 ps.
- The slowest cell on the critical path is edfxtp_1, for reference.
- The detailed router finished its first iteration with 120 violations.
- The floorplan utilization is 30.5%, for reference.
==> path summary, 6_finish.rpt <==
check	startpoint	to	slack, ps
max	read_data[15]	read_data[15]	-180
min	memory[4]	memory[4]	500
max reg2reg	memory[82]	read_data[2]	0
min in group asynchronous	rst	memory[2]	540
min reg2reg	memory[4]	memory[4]	500
max in group asynchronous	rst	memory[18]	1600
==> cells by family (layout without fill, tap and decap cells) <==
| group | Yosys count | count (layout) | synth area share, % |
|---|---|---|---|
| flops | 144 | 144 | 57.6 |
| buf+inv | 27 | 125 | 2.70 |
| simple gates | 8 | 8 | 1.78 |
| mux | 176 | 176 | 37.9 |
==> where the power goes <==
group	leakage (nW)	internal [mW]	total, mW	switching (mW)
clock	0.378	1.53	2.43	0.900
combinational	1.33	0.695	1.01	0.315
sequential	1.69	2.68	2.90	0.216
==> sequential cells by signal (all words and copies together), names as in the netlist <==
name and count:
read_data 16, memory 128
==> through the flow <==
stage	setup TNS (ps)	std cells	power, mW
after CTS	-3440	730	6.43
after global routing	-3340	728	6.68
after global placement	-17760	678	3.94
after detailed placement	-17800	678	4.00
final	-2400	728	6.34
after floorplan	-37020	355	3.63
==> timing repair <==
action	in CTS	in global routing
hold buffers	0	0
setup endpoints to repair	32	32
cloned	3	0
pin swaps	0	0
resized	65	1
setup buffers	2	0
==> Yosys cell counts <==
cell	count
and4bb_2	1
inv_1	2
nand4b_2	3
mux4_2	10
nor4bb_1	2
buf_4	6
clkbuf_1	5
edfxtp_1	16
dfrtp_1	128
buf_2	9
nand4_2	1
nor4b_4	1
mux2_2	144
mux4_1	22
buf_6	5
==> per-layer routing <==
layer	track usage (%)	up-vias	wire length, um
met5	0	-	0
met4	1.44	0	134
met3	5.35	7	996
met2	20.8	102	6340
met1	21.0	1812	6070
li1	-	1517	-
==> layout make-up <==
cell class                      instances  area share, %
Clock buffer                           24           6.78
Clock inverter                         24           1.60
Inverter                                1         0.0931
Multi-Input combinational cell        184           31.1
Sequential cell                       144           45.7
Tap cell                              275           4.27
Timing Repair Buffer                   76           10.5
Power figures rest on the tool's default switching activity, not on a simulated workload.
