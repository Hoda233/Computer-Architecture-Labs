$ cat ./run.sh
#!/bin/bash
# OpenROAD 26Q1-2900-gdf79404cd8, Yosys 0.63+post, stock flow scripts
make -C /OpenROAD-flow-scripts/flow DESIGN_CONFIG=/design/flow/config.mk WORK_HOME=/design/flow/orfs finish
$ cat ./design.v
module encoder (in,out);
    input [7:0] in;
    output [2:0] out;
    wire [2:0] out;
    wire enable;
    assign out  =  
    (enable == 0) ? 3'bzzz:
    (in == 8'b0000_0001) ? 3'b000 : 
    (in == 8'b0000_0010) ? 3'b001 : 
    (in == 8'b0000_0100) ? 3'b010 : 
    (in == 8'b0000_1000) ? 3'b011 : 
    (in == 8'b0001_0000) ? 3'b100 : 
    (in == 8'b0010_0000) ? 3'b101 : 
    (in == 8'b0100_0000) ? 3'b110 : 
    (in == 8'b1000_0000) ? 3'b111 :  3'bxxx;
 endmodule
$ cat ./constraint.sdc
current_design encoder

set clk_period 1.9
set clk_io_pct 0.2

create_clock -name clk0 -period $clk_period

set non_clock_inputs [all_inputs -no_clocks]
set_input_delay [expr $clk_period * $clk_io_pct] -clock clk0 $non_clock_inputs
set_output_delay [expr $clk_period * $clk_io_pct] -clock clk0 [all_outputs]
$ cat ./config.mk
export PLATFORM = sky130hd
export DESIGN_NAME = encoder
export DESIGN_NICKNAME = encoder
export VERILOG_FILES = /design/flow/design.v
export SDC_FILE = /design/flow/constraint.sdc
export NUM_CORES = 4
export LEC_CHECK = 1
export CORE_AREA = 10 10 70 70
export DIE_AREA = 0 0 80 80
==> impl_summary.log <==
[report] extracting results
INFO  metric log.warning_count = 32
INFO  metric setup.worst_path.start_class = input port
INFO  metric grt_setup_unrepaired = false
INFO  metric hold_path_depth = 4
INFO  metric ant_nets = 0
INFO  metric holdCritPathClass = in2out
INFO  metric timing_max_transition_violations_final = 0
INFO  metric global_routing_usage_summed_across_all_routing_layers = roughly 1.7%
INFO  metric synth.top_cells.by_area = nand2b_1 (18%), nor4_1 (14%), nor4b_1 (13%)
INFO  metric power_frac_clock = 0%
INFO  metric yosysUniqueCellTypes = 9
INFO  metric postSynthAreaPerCell = between 6 and 7 sq um
INFO  metric power.combinational.fraction = about 100%
INFO  metric flow.area_growth_from_synthesis = 149%
INFO  metric final_layout_top_logic_cell = buf_2
INFO  metric part_of_the_total_power_dissipated_in_sequential_elements = 0%
INFO  metric p_int = 0.0281 mW
INFO  metric grt_antenna_before_repair = 0
INFO  metric die_area = ~0.0064 sq mm
INFO  metric netlist_instances = 20
INFO  metric numPlacedInstances = between 70 and 80
INFO  metric layout.cells.non_filler = just under 80
INFO  metric worst_case_headroom_to_the_max_slew_limit = around 83%
INFO  metric drive_gt1_share = around 48%
INFO  metric irDropWorstVdd = 0.0273 mV
INFO  metric cts.hold.buffers_added = 0
INFO  metric synth_largest_type_area_fraction = about 18%
INFO  metric tally_of_yosys_warning_messages = 2
INFO  metric ff_count = 0
INFO  metric netlist_area = ~140 sq um
INFO  metric chipHeight = around 80 um
INFO  metric synth.yosys.num_cells = 20
INFO  metric cell_type_contributing_the_most_total_cell_area_after_synthesis = nand2b_1
INFO  metric timing_worst_setup_path_type = in2out
INFO  metric powerDensity = roughly 160 mW/mm^2
INFO  metric post-route-util = roughly 10%
INFO  metric critPathRequiredTime = between 1.5 and 2 ns
INFO  metric initialDrtViolationCount = 2
INFO  metric routedWlPerCell = between 7 and 8 um
INFO  metric synth-area-yosys = 138 sq um
INFO  metric setup_viol_count_final = 0
INFO  metric worstPathArrival = roughly 1.5 ns
INFO  metric dp.final_hpwl = 506 um
INFO  metric worst-path-max-fanout = 4
INFO  metric global_route.overflow_total = 0
INFO  metric boundaryPins = 11
INFO  metric detailroute.via_count = around 220
INFO  metric clkbuf_count = 0
INFO  metric max_cap_viol_count = 0
INFO  metric cts.repair_timing.setup_buffer_count = 0
INFO  metric endpoint_kind = output pin
INFO  metric p_leak = roughly 0.11 nW
INFO  metric fp_util = roughly 4.0%
INFO  metric core.rowCount = 21
INFO  metric hold_ws = roughly 1.2 ns
INFO  metric worst-slew-pin-transition = 0.245 ns
INFO  metric final_layout_top_logic_cells = buf_2 (4), nor3_1 (3), dlygate4sd2_1 (3)
INFO  metric global_route_wire_length_before_repair = around 900 um
INFO  metric viasPerCell = around 2.8
INFO  metric flop_area = 0 sq um
INFO  metric power_switching_share = a little under half
INFO  metric vias_in_the_first_global_route = about 180
INFO  metric route.antenna.diode_count = 0
INFO  metric net-switching-power = 0.0256 mW
INFO  metric hold_viol_final = 0
INFO  metric gp_congestion = 0.764
INFO  metric io_port_bufs = 11
INFO  metric final_period_minus_worst_setup_slack = 1.86 ns
INFO  metric maximum_number_of_pins_on_one_net_before_global_route_repair = 8
INFO  metric route.detailed.drc = 0
INFO  metric p_total = 0.0537 mW
INFO  metric wirelength = 631 um
INFO  metric firstDrtPassIters = 4
INFO  metric post-route-period-util = roughly 100%
INFO  metric max_freq = between 500 and 600 MHz
INFO  metric yosys.stat.seqShare = 0%
INFO  metric die_w = around 80 um
INFO  metric fp.coreArea = ~0.0034 sq mm
INFO  metric status = completed
[kinds of logic (layout without fill, tap and decap cells)]
kind of cell | Yosys count | count (layout) | share of synthesized area [%]
AOI/OAI and AO/OA | 5 | 5 | 23.6
and+or+nand+nor | 12 | 12 | 55.5
buffers and inverters | 1 | 14 | 8.18
xor gates and xnor gates | 2 | 2 | 12.7
[cells in the mapped netlist]
| master | instances |
|---|---|
| xnor2_1 | 2 |
| nor4b_1 | 2 |
| buf_6 | 1 |
| nand2b_1 | 4 |
| nor4_1 | 3 |
| o31ai_1 | 1 |
| o21ai_1 | 2 |
| a211oi_1 | 2 |
| nor3_1 | 3 |
[repair_timing]
action / CTS / global route
gates cloned: 0 / 0
pin swaps: 2 / 1
endpoints found under the setup margin: 3 / 2
gates resized: 27 / 9
[final cells by class]
type / instances / area (sq um)
timing repair buffer: 14 / 103
fill: 401 / 3070
tap: 46 / 57.6
multi-input combinational: 19 / 183
[path summary, 6_finish.rpt]
path / end / from
worst max-delay path: out[1] / in[0]
worst min-delay path: out[0] / in[3]
[power groups by stage]
stage     Clock, mW  Sequential (mW)  Combinational [mW]
4_1_cts           0                0              0.0510
5_1_grt           0                0              0.0574
6_report          0                0              0.0537
[metal layers]
metal	global-route usage [%]	vias to the layer above	wire length [um]
met2	2.25	8	245
met3	0.795	0	87
li1	-	110	-
met5	0	-	0
met4	0	0	0
met1	2.64	100	298
[critical path: stages]
cell and delay (ns):
buf_2 0.13, buf_6 0.14, xnor2_4 0.15, nor3_1 0.06, o21ai_1 0.14, clkdlybuf4s50_1 0.48
[metrics by stage]
stage                     TNS, ns  setup slack [ns]  cell area (sq um)
final                           0            0.0436                343
after global routing            0           0.00451                343
after CTS                       0            0.0197                353
after detailed placement    -1.13            -0.389                317
after global placement      -1.03            -0.350                317
after floorplan                 0             0.692                138
Power and IR drop assume default switching activity.
